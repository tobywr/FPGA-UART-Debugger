## /design/flow/config.mk

```make
export PLATFORM = sky130hd
export DESIGN_NAME = fpga_debug_top
export DESIGN_NICKNAME = fpga_debug_top
export VERILOG_FILES = /design/flow/design.v
export SDC_FILE = /design/flow/constraint.sdc
export NUM_CORES = 4
export LEC_CHECK = 1
export CORE_UTILIZATION = 30
export SYNTH_HDL_FRONTEND = slang
```

## /design/flow/constraint.sdc

```tcl
current_design fpga_debug_top

set clk_period 28.6
set clk_io_pct 0.2

create_clock -name clk0 -period $clk_period [get_ports {clk}]

set non_clock_inputs [all_inputs -no_clocks]
set_input_delay [expr $clk_period * $clk_io_pct] -clock clk0 $non_clock_inputs
set_output_delay [expr $clk_period * $clk_io_pct] -clock clk0 [all_outputs]
```

## /design/flow/design.v

```verilog
`timescale 1ns / 1ps
module fifo #(
    parameter DataWidth = 8,
    parameter Depth = 16,
    localparam PtrWidth = $clog2(Depth)   
) (
    input logic rst_n,
    input logic clk,
    input logic writeEN,
    input logic [DataWidth-1:0] writeData,
    input logic readEN,
    output logic [DataWidth-1:0] readData,
    output logic full,
    output logic empty
);
  logic [DataWidth-1:0] mem[Depth];
  logic [PtrWidth:0] wrPtr, wrPtrNext;   
  logic [PtrWidth:0] rdPtr, rdPtrNext;   
  always_comb begin
    wrPtrNext = wrPtr;
    rdPtrNext = rdPtr;
    if (writeEN && !full) begin
      wrPtrNext = wrPtr + 1;
    end
    if (readEN && !empty) begin
      rdPtrNext = rdPtr + 1;
    end
  end
  always_ff @(posedge clk or negedge rst_n) begin
    if (!rst_n) begin
      wrPtr <= '0;
      rdPtr <= '0;
      for (int i = 0; i < Depth; i = i + 1) begin
        mem[i] <= 0;
      end
    end else begin
      wrPtr <= wrPtrNext;
      rdPtr <= rdPtrNext;
      if (writeEN && !full) begin
        mem[wrPtr[PtrWidth-1:0]] <= writeData;   
      end
    end
  end
  assign readData = mem[rdPtr[PtrWidth-1:0]];
  assign empty = (wrPtr[PtrWidth] == rdPtr[PtrWidth]) && (wrPtr[PtrWidth-1:0] == rdPtr[PtrWidth-1:0]);
  assign full = (wrPtr[PtrWidth] != rdPtr[PtrWidth]) && (wrPtr[PtrWidth-1:0] == rdPtr[PtrWidth-1:0]);
endmodule
module command_parser #(
    parameter DATA_WIDTH = 8,
    parameter REG_ADDR_BITS = 8
) (
    input logic clk,
    input logic rst_n,
    input logic [DATA_WIDTH-1:0] readData,
    input logic empty,
    output logic readEN,
    input logic [DATA_WIDTH-1:0] read_data,
    output logic [REG_ADDR_BITS-1:0] addr_read,
    output logic [REG_ADDR_BITS-1:0] addr_write,
    output logic [DATA_WIDTH-1:0] write_data,
    output logic write_enable,
    output logic [7:0] tx_data_o,
    output logic tx_start,
    input logic busy
);
  typedef enum logic [3:0] {
    IDLE,
    PARSE_ADDR_UPPER,
    PARSE_ADDR_LOWER,
    PARSE_DATA_UPPER,
    PARSE_DATA_LOWER,
    EXECUTE_WRITE,
    EXECUTE_READ,
    RESPOND_SEND
  } state_t;
  state_t state_reg, next_state;
  logic [7:0] cmd_reg, cmd_next;
  logic [REG_ADDR_BITS-1:0] addr_reg, addr_next;
  logic [DATA_WIDTH-1:0] data_reg, data_next;
  logic [2:0] response_idx, response_idx_next;   
  logic [3:0] hex_nibble;   
  logic [7:0] ascii_char;   
  logic [3:0] nibble_to_send;
  always_ff @(posedge clk or negedge rst_n) begin
    if (!rst_n) begin
      state_reg <= IDLE;
      cmd_reg <= 8'h00;
      addr_reg <= '0;
      data_reg <= '0;
      response_idx <= '0;
    end else begin
      state_reg <= next_state;   
      cmd_reg <= cmd_next;
      addr_reg <= addr_next;
      data_reg <= data_next;
      response_idx <= response_idx_next;
    end
  end
  always_comb begin
    next_state = state_reg;
    cmd_next = cmd_reg;
    addr_next = addr_reg;
    data_next = data_reg;
    response_idx_next = response_idx;
    readEN = 1'b0;
    write_enable = 1'b0;
    tx_start = 1'b0;
    addr_read = addr_reg;
    addr_write = addr_reg;
    write_data = data_reg;
    tx_data_o = 8'h00;
    hex_nibble = 4'hX;   
    ascii_char = "?";   
    case (readData)
      "0": hex_nibble = 4'h0;
      "1": hex_nibble = 4'h1;
      "2": hex_nibble = 4'h2;
      "3": hex_nibble = 4'h3;
      "4": hex_nibble = 4'h4;
      "5": hex_nibble = 4'h5;
      "6": hex_nibble = 4'h6;
      "7": hex_nibble = 4'h7;
      "8": hex_nibble = 4'h8;
      "9": hex_nibble = 4'h9;
      "a", "A": hex_nibble = 4'hA;
      "b", "B": hex_nibble = 4'hB;
      "c", "C": hex_nibble = 4'hC;
      "d", "D": hex_nibble = 4'hD;
      "e", "E": hex_nibble = 4'hE;
      "f", "F": hex_nibble = 4'hF;
      default: hex_nibble = 4'hX;   
    endcase
    case (state_reg)
      IDLE: begin
        if (!empty) begin
          readEN = 1'b1;
          if (readData == "w") begin
            cmd_next   = "w";
            next_state = PARSE_ADDR_UPPER;
          end else if (readData == "r") begin
            cmd_next   = "r";
            next_state = PARSE_ADDR_UPPER;
          end
        end
      end
      PARSE_ADDR_UPPER: begin
        if (!empty) begin
          addr_next[REG_ADDR_BITS-1:REG_ADDR_BITS-4] = hex_nibble;
          addr_next[REG_ADDR_BITS-5:0] = addr_reg[REG_ADDR_BITS-5:0];
          readEN = 1'b1;
          next_state = PARSE_ADDR_LOWER;
        end
      end
      PARSE_ADDR_LOWER: begin
        if (!empty) begin
          addr_next[REG_ADDR_BITS-1:REG_ADDR_BITS-4] = addr_reg[REG_ADDR_BITS-1:REG_ADDR_BITS-4];
          addr_next[REG_ADDR_BITS-5:0] = hex_nibble;
          if (cmd_reg == "w") begin
            readEN = 1'b1;
            next_state = PARSE_DATA_UPPER;
          end else begin   
            next_state = EXECUTE_READ;
          end
        end
      end
      PARSE_DATA_UPPER: begin
        if (!empty) begin
          data_next[DATA_WIDTH-1:DATA_WIDTH-4] = hex_nibble;
          data_next[DATA_WIDTH-5:0] = data_reg[DATA_WIDTH-5:0];
          readEN = 1'b1;
          next_state = PARSE_DATA_LOWER;
        end
      end
      PARSE_DATA_LOWER: begin
        if (!empty) begin
          data_next[DATA_WIDTH-5:0] = hex_nibble;
          data_next[DATA_WIDTH-1:DATA_WIDTH-4] = data_reg[DATA_WIDTH-1:DATA_WIDTH-4];
          next_state = EXECUTE_WRITE;
        end
      end
      EXECUTE_WRITE: begin
        write_enable = 1'b1;
        response_idx_next = 0;
        next_state = IDLE;
      end
      EXECUTE_READ: begin
        data_next = read_data;
        response_idx_next = 0;
        next_state = RESPOND_SEND;
      end
      RESPOND_SEND: begin
        if (!busy) begin
          tx_start = 1'b1;
          if (response_idx == 2) nibble_to_send = data_reg[7:4];
          else if (response_idx == 3) nibble_to_send = data_reg[3:0];
          else nibble_to_send = 4'hX;   
          case (nibble_to_send)
            4'h0: ascii_char = "0";
            4'h1: ascii_char = "1";
            4'h2: ascii_char = "2";
            4'h3: ascii_char = "3";
            4'h4: ascii_char = "4";
            4'h5: ascii_char = "5";
            4'h6: ascii_char = "6";
            4'h7: ascii_char = "7";
            4'h8: ascii_char = "8";
            4'h9: ascii_char = "9";
            4'hA: ascii_char = "A";
            4'hB: ascii_char = "B";
            4'hC: ascii_char = "C";
            4'hD: ascii_char = "D";
            4'hE: ascii_char = "E";
            4'hF: ascii_char = "F";
            default: ascii_char = "?";
          endcase
          case (response_idx)
            0: tx_data_o = "\n";   
            1: tx_data_o = ">";   
            2: tx_data_o = ascii_char;   
            3: tx_data_o = ascii_char;   
          endcase
          if (response_idx == 3) begin
            next_state = IDLE;
          end else begin
            response_idx_next = response_idx + 1;
          end
        end
      end
      default: next_state = IDLE;
    endcase
  end
endmodule
`timescale 1ns / 1ps
module fpga_debug_top #(
    parameter CLK_FREQ = 50000000,
    parameter BAUD_RATE = 115200,
    parameter DATA_WIDTH = 8,
    parameter REG_ADDR_BITS = 8,
    parameter FIFO_DEPTH = 16
) (
    input  logic clk,
    input  logic i_uart_rx_pin,
    output logic o_uart_tx_pin,
    input  logic rst_n,
    output logic led
);
  logic [25:0] blink_cnt;
  always_ff @(posedge clk or negedge rst_n) begin
    if (!rst_n) blink_cnt <= '0;
    else blink_cnt <= blink_cnt + 1;
  end
  assign led = blink_cnt[25];
  logic [DATA_WIDTH-1:0] rx_data;
  logic rx_done;
  logic [DATA_WIDTH-1:0] fifo_read_data;
  logic fifo_empty;
  logic fifo_full;
  logic parser_read_en;
  logic [DATA_WIDTH-1:0] reg_read_data;
  logic [REG_ADDR_BITS-1:0] reg_addr_read;
  logic [REG_ADDR_BITS-1:0] reg_addr_write;
  logic [DATA_WIDTH-1:0] reg_write_data;
  logic reg_write_enable;
  logic [DATA_WIDTH-1:0] tx_data;
  logic tx_start;
  logic tx_busy;
  uart_rx #(
      .CLK_FREQ (CLK_FREQ),
      .BAUD_RATE(BAUD_RATE)
  ) u_uart_rx (
      .clk(clk),
      .rst_n(rst_n),
      .rx_i(i_uart_rx_pin),
      .rx_data_o(rx_data),
      .rx_done(rx_done)
  );
  fifo #(
      .DataWidth(DATA_WIDTH),
      .Depth(FIFO_DEPTH)
  ) u_fifo (
      .clk(clk),
      .rst_n(rst_n),
      .writeEN(rx_done),
      .writeData(rx_data),
      .readEN(parser_read_en),
      .readData(fifo_read_data),
      .full(fifo_full),
      .empty(fifo_empty)
  );
  command_parser #(
      .DATA_WIDTH(DATA_WIDTH),
      .REG_ADDR_BITS(REG_ADDR_BITS)
  ) u_command_parser (
      .clk(clk),
      .rst_n(rst_n),
      .readData(fifo_read_data),
      .empty(fifo_empty),
      .readEN(parser_read_en),
      .read_data(reg_read_data),
      .addr_read(reg_addr_read),
      .addr_write(reg_addr_write),
      .write_data(reg_write_data),
      .write_enable(reg_write_enable),
      .tx_data_o(tx_data),
      .tx_start(tx_start),
      .busy(tx_busy)
  );
  registers #(
      .DATA_WIDTH(DATA_WIDTH),
      .REG_FILE_SIZE(1 << REG_ADDR_BITS),
      .REG_ADDR_BITS(REG_ADDR_BITS)
  ) u_registers (
      .clk(clk),
      .rst_n(rst_n),
      .addr_read(reg_addr_read),
      .addr_write(reg_addr_write),
      .write_data(reg_write_data),
      .write_enable(reg_write_enable),
      .read_data(reg_read_data)
  );
  uart_tx #(
      .CLK_FREQ (CLK_FREQ),
      .BAUD_RATE(BAUD_RATE)
  ) u_uart_tx (
      .clk(clk),
      .rst_n(rst_n),
      .tx_data_i(tx_data),
      .tx_start(tx_start),
      .tx_o(o_uart_tx_pin),
      .tx_busy(tx_busy)
  );
endmodule
module registers #(
    parameter DATA_WIDTH = 8,
    parameter REG_FILE_SIZE = 256,
    parameter REG_ADDR_BITS = 8
) (
    input logic                     clk,
    input logic                     rst_n,
    input logic [REG_ADDR_BITS-1:0] addr_read,
    input logic [REG_ADDR_BITS-1:0] addr_write,
    input logic [   DATA_WIDTH-1:0] write_data,
    input logic                     write_enable,
    output logic [DATA_WIDTH-1:0] read_data
);
  logic [DATA_WIDTH-1:0] register[0:REG_FILE_SIZE-1];   
  always_ff @(posedge clk or negedge rst_n) begin
    if (!rst_n) begin
      for (int i = 0; i < REG_FILE_SIZE; i = i + 1) begin
        register[i] <= '0;
      end
    end else if (write_enable && addr_write != 0) begin
      register[addr_write] <= write_data;
    end
  end
  always_comb begin
    if (addr_read == 0) begin
      read_data = '0;
    end else begin
      read_data = register[addr_read];
    end
  end
endmodule
`timescale 1ns / 1ps
module uart_rx #(
    parameter CLK_FREQ  = 50000000,   
    parameter BAUD_RATE = 115200
) (
    input logic clk,
    input logic rst_n,
    input logic rx_i,
    output logic [7:0] rx_data_o,
    output logic rx_done
);
  localparam BAUD_TICK = CLK_FREQ / BAUD_RATE;
  localparam HALF_BAUD = BAUD_TICK / 2;
  logic [15:0] baud_cnt = 0;
  logic [3:0] bit_cnt = 0;
  logic [7:0] rx_shift = 0;
  logic [1:0] rx_sync = 2'b11;
  logic rx_busy = 0;
  logic start_edge = 0;
  always_ff @(posedge clk) begin
    rx_sync <= {rx_sync[0], rx_i};
  end
  always_ff @(posedge clk or negedge rst_n) begin
    if (!rst_n) begin
      start_edge <= 0;
    end else begin
      start_edge <= (!rx_busy && rx_sync == 2'b10);
    end
  end
  always_ff @(posedge clk or negedge rst_n) begin
    if (!rst_n) begin
      rx_busy   <= 0;
      rx_done   <= 0;
      baud_cnt  <= 0;
      bit_cnt   <= 0;
      rx_shift  <= 0;
      rx_data_o <= 0;
    end else begin
      rx_done <= 0;
      if (start_edge) begin
        rx_busy  <= 1;
        baud_cnt <= 0;
        bit_cnt  <= 0;
      end else if (rx_busy) begin
        baud_cnt <= baud_cnt + 1;
        if ((bit_cnt == 0 && baud_cnt == HALF_BAUD) || (bit_cnt > 0 && baud_cnt == BAUD_TICK)) begin
          baud_cnt <= 0;
          bit_cnt  <= bit_cnt + 1;
          if (bit_cnt >= 1 && bit_cnt <= 8) begin
            rx_shift[bit_cnt-1] <= rx_sync[0];
          end
          if (bit_cnt == 9) begin
            rx_data_o <= rx_shift;
            rx_done   <= 1;
            rx_busy   <= 0;
          end
        end
      end
    end
  end
endmodule
`timescale 1ns / 1ps
module uart_tx #(
    parameter CLK_FREQ  = 50000000,   
    parameter BAUD_RATE = 115200
) (
    input logic clk,
    input logic rst_n,
    input logic [7:0] tx_data_i,
    input logic tx_start,
    output logic tx_o,
    output logic tx_busy
);
  localparam BAUD_TICK = CLK_FREQ / BAUD_RATE;
  logic [15:0] baud_cnt = '0;
  logic [ 3:0] bit_idx = '0;
  logic [ 9:0] tx_shift = 10'b1111111111;
  always_ff @(posedge clk or negedge rst_n) begin
    if (!rst_n) begin
      tx_o <= 1;
      tx_busy <= 0;
      baud_cnt <= 0;
      bit_idx <= 0;
      tx_shift <= 10'b1111111111;
    end else if (tx_start && !tx_busy) begin
      tx_shift <= {1'b1, tx_data_i, 1'b0};
      tx_busy  <= 1;
      baud_cnt <= 0;
      bit_idx  <= 0;
    end else if (tx_busy) begin
      if (baud_cnt == BAUD_TICK - 1) begin
        baud_cnt <= 0;
        tx_o <= tx_shift[bit_idx];
        bit_idx <= bit_idx + 1;
        if (bit_idx == 9) begin
          tx_busy <= 0;
          tx_o <= 1;
        end
      end else begin
        baud_cnt <= baud_cnt + 1;
      end
    end
  end
endmodule
```

## /design/flow/run.sh

```bash
#!/bin/bash
# OpenROAD 26Q1-2900-gdf79404cd8, Yosys 0.63+post, stock flow scripts
make -C /OpenROAD-flow-scripts/flow DESIGN_CONFIG=/design/flow/config.mk WORK_HOME=/design/flow/orfs finish
```

==> run_results.csv <==
group,metric,value,unit
synthesis,synth_area,106000,µm²
synthesis,flop_cell,"dfrtp_1",
power,p_leak,54.5,nW
cells_and_area,largest_reg_flops,2048,
power,powerDensity,54.6,nW/µm²
critical_path,cp_max_fo,88,
sta,finalWorstSetupSlack,19.91,ns
synthesis,synth_async_sr_flop_share,99.9,%
drt,routedWlPerCell,25.7,µm
synthesis,ys_cells,7093,
sta,skew,0.0954,ns
cells_and_area,area_delta_synth_final,13.1,%
grt,grt_pass1_wl,460000,µm
critical_path,r2r_start,"u_command_parser.addr_read[0]$_DFFE_PN0P_",
synthesis,edf_count,0,
worst_hold_path,hold_class,"reg2reg",
floorplan,die_height,595,µm
critical_path,end_kind,"asynchronous set/reset pin",
grt,grt.total_usage,18.1,%
critical_path,critPathLaunchType,"input port",
critical_path,reg2reg_depth,10,
drt,ant_nets,0,
synthesis,ys_seq_share,54.8,%
worst_hold_path,whs_path_depth,0,
sta,setup_viol,0,
critical_path,cp_data_required_time,29.51,ns
clocking,hold_buffers,0,
power,p_total,6.52,mW
clocking,htreeDepth,4,
sta,worst_pin_slew,1.18,ns
cells_and_area,reg.largest.list,"u_registers.register x2048, u_fifo.mem x128, blink_cnt x26",
clocking,ctsRootBufferMaster,"clkbuf_16",
drt,first_iter_violations,3695,
grt,grt_max_degree,143,
sta,min_period,8.69,ns
sta,final_max_slew_viol_count,0,
clocking,cts_buffers,240,
grt,met1_usage,24.5,%
floorplan,die-area,354000,µm²
drt,drt-total-wl,305000,µm
cells_and_area,fin_util,34.1,%
worst_hold_path,worstHoldEndpoint,"u_registers.register[2046]$_DFFE_PN0P_",
power,peakVddDrop,0.0541,mV
clocking,cts.repair.resized,0,
drt,avgViaCountPerCell,5.28,
synthesis,ys_ff,2310,
floorplan,coreArea,350000,µm²
floorplan,row_count,217,
place,post-place-ws,18.85,ns
clocking,clockBufferDepth,4,
drt,drt_pass1_iterations,7,
grt,busiest_layer,"met2",
drt,num_vias,62725,
worst_hold_path,hp-start,"u_registers.register[2046]$_DFFE_PN0P_",
clocking,clk_pin_slew,0.06,ns
critical_path,rrSetupSlack,23.13,ns
critical_path,worstSetupPathType,"in2async",
synthesis,ys_warn_count,0,
clocking,cts_tree,"done",
grt,met3_usage,8.91,%
cells_and_area,drive_gt1_share,47.5,%
clocking,clkSinkCount,2310,
drt,drc_errors,0,
synthesis,ys_area,106000,µm²
critical_path,crit_arrival,9.60,ns
floorplan,fp-utilization,30.2,%
synthesis,ys_types,84,
place,io_buffers,4,
cells_and_area,regMostFlops,"u_registers.register",
clocking,clock.latency.late_pin,0.93,ns
synthesis,syn_inst,7093,
clocking,postCtsSetupBuffers,0,
critical_path,timing.rr.end,"u_command_parser.write_data[5]$_DFFE_PN0P_",
outcome,status,"complete, no violations",
job,max_cap_violations,0,
sta,finalHoldViolCount,0,
floorplan,die_width,595,µm
sta,max-slew-margin-rel,21.3,%
sta,rsz0062_at_grt,"no",
sta,period_used_share,30.4,%
grt,grt-ovfl-total,0,
place,place.gp.congestion,0.927,
grt,met2_usage,25.9,%
floorplan,design.portCount,5,
synthesis,avgSynthCellArea,14.9,µm²
grt,antenna_found_initial,11,
job,warnings,48,
place,hpwl,195000,µm
grt,grt_pass1_vias,66668,
sta,setup_tns,0,ns
sta,fmax,115,MHz
-- how the worst max path moves through the flow --
stage,start,end,slack (ns),cells past startpoint
final,rst_n,u_registers.register[39]$_DFFE_PN0P_,19.91,6
after global routing,rst_n,u_registers.register[1401]$_DFFE_PN0P_,19.27,6
after CTS,rst_n,u_registers.register[53]$_DFFE_PN0P_,19.80,6
-- Yosys cell counts (11+ instances only) --
library cell / instances / area (µm²)
a22o_1: 14 / 123
nand2_1: 317 / 1190
and3_1: 18 / 113
inv_1: 29 / 109
xnor2_1: 30 / 263
clkbuf_1: 344 / 1290
nor2b_1: 20 / 125
mux2_2: 2146 / 24200
o211ai_1: 14 / 105
nand2b_1: 15 / 93.8
ha_1: 23 / 288
mux4_2: 527 / 11900
o21ai_0: 142 / 711
nor4_1: 18 / 113
nor3_1: 29 / 145
nor3b_1: 16 / 120
a221oi_1: 24 / 210
dfrtp_1: 2299 / 57500
a211oi_1: 13 / 97.6
nor2_1: 195 / 732
buf_1: 47 / 176
a21oi_1: 56 / 280
mux2i_1: 123 / 1230
xor2_1: 16 / 140
nor2_2: 85 / 532
buf_2: 100 / 500
and2_1: 16 / 100
a22oi_1: 79 / 593
a31oi_1: 11 / 68.8
o31ai_1: 22 / 165
nand3_1: 77 / 385
nand4_1: 45 / 282
o22ai_1: 34 / 213
-- cell type report --
cell class	instances	area, µm²
Sequential cell	2310	57900
Clock inverter	76	997
Timing Repair Buffer	263	2090
Tap cell	4599	5750
Clock buffer	345	6910
Inverter	33	131
Antenna cell	10	25.0
Multi-Input combinational cell	4240	45600
Fill cell	32770	230000
-- per-layer routing --
layer	vias up	part of all wire, %
li1	26498	-
met5	-	0.17
met2	2121	44
met1	33497	40
met3	593	12
met4	16	4.1
-- critical path, cell delays in order --
cell and delay (ns):
buf_16 0.24, buf_4 0.64, buf_4 0.65, buf_4 0.69, buf_4 0.68, buf_4 0.74
-- metrics by stage --
step                hold WS, ns  area [µm²]  instances
global route              0.391      119000      11875
detailed placement        0.363      111000      11445
floorplan                 0.410      106000       7093
finish                    0.372      119000      11876
CTS                       0.377      119000      11866
global placement          0.360      111000      11445
-- cells in the final DEF (no fill, tap or decap), drive strengths merged, types with 10 or more instances in the layout --
| master | netlist | routed |
|---|---|---|
| dfrtp | 2299 | 2299 |
| a211oi | 13 | 13 |
| nor4 | 19 | 19 |
| nand3 | 77 | 77 |
| a22oi | 80 | 80 |
| bufinv | 0 | 19 |
| o22ai | 34 | 34 |
| ha | 23 | 23 |
| xor2 | 16 | 16 |
| mux2i | 123 | 123 |
| diode | 0 | 10 |
| mux4 | 527 | 527 |
| and2 | 16 | 16 |
| a2111oi | 10 | 10 |
| and3 | 18 | 18 |
| o31ai | 22 | 22 |
| nor3b | 16 | 16 |
| nand2 | 325 | 325 |
| o211ai | 15 | 15 |
| nor2b | 20 | 20 |
| inv | 31 | 36 |
| clkbuf | 344 | 345 |
| nand4 | 46 | 46 |
| a221oi | 26 | 26 |
| mux2 | 2146 | 2146 |
| nor3 | 29 | 29 |
| buf | 166 | 260 |
| clkinv | 2 | 51 |
| a22o | 14 | 14 |
| a31oi | 11 | 11 |
| nand2b | 15 | 15 |
| nor2 | 280 | 280 |
| o21ai | 142 | 142 |
| xnor2 | 30 | 30 |
| a21oi | 56 | 56 |
-- where the power goes --
part	switching (mW)	total [mW]	internal (mW)
Sequential	0.00589	3.28	3.27
Combinational	0.0691	0.0786	0.00946
Clock	1.32	3.16	1.84
-- logic make-up after synthesis --
family | synth area share (%)
adder cells (fa/ha/maj) | 0.273
flip-flops | 54.8
XOR/XNOR | 0.382
multiplexers | 35.3
AND/OR/NAND/NOR | 4.17
AND-OR/OR-AND | 2.97
buffers and inverters | 2.16
No activity file was given, so power comes from the tool's default toggle rates.
